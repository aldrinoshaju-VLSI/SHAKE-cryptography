**flow/run.sh**
```bash
#!/bin/bash
# OpenROAD 26Q1-2900-gdf79404cd8, Yosys 0.63+post, stock flow scripts
make -C /OpenROAD-flow-scripts/flow DESIGN_CONFIG=/design/flow/config.mk WORK_HOME=/design/flow/orfs finish
```
**flow/config.mk**
```make
export PLATFORM = sky130hd
export DESIGN_NAME = absorb_unit
export DESIGN_NICKNAME = absorb_unit
export VERILOG_FILES = /design/flow/design.v
export SDC_FILE = /design/flow/constraint.sdc
export NUM_CORES = 4
export LEC_CHECK = 1
export CORE_AREA = 10 10 528 528
export DIE_AREA = 0 0 538 538
```
**flow/constraint.sdc**
```tcl
current_design absorb_unit

set clk_period 12.4
set clk_io_pct 0.2

create_clock -name clk0 -period $clk_period [get_ports {clk}]

set non_clock_inputs [all_inputs -no_clocks]
set_input_delay [expr $clk_period * $clk_io_pct] -clock clk0 $non_clock_inputs
set_output_delay [expr $clk_period * $clk_io_pct] -clock clk0 [all_outputs]
```
**flow/design.v**
```verilog
module absorb_unit #(
    parameter RATE_BITS = 1088
)(
    input              clk,
    input              reset,
    input              in_valid,
    input  [63:0]      in_data,
    output reg         ready,
    output reg         full,
    output reg [RATE_BITS-1:0] rate_buf
);
    localparam S_EMPTY   = 2'd0;
    localparam S_LOADING = 2'd1;
    localparam S_FULL    = 2'd2;
    reg [1:0] state;
    reg [$clog2(RATE_BITS/64):0] word_cnt;
    always @(posedge clk or posedge reset) begin
        if (reset) begin
            state     <= S_EMPTY;
            word_cnt  <= 0;
            rate_buf  <= 0;
            full      <= 0;
            ready     <= 1;
        end else begin
            case (state)
                S_EMPTY: begin
                    ready <= 1;
                    full  <= 0;
                    if (in_valid) begin
                        rate_buf[63:0] <= in_data;
                        word_cnt <= 1;
                        state <= S_LOADING;
                    end
                end
                S_LOADING: begin
                    ready <= 1;
                    if (in_valid) begin
                        rate_buf[word_cnt*64 +: 64] <= in_data;
                        word_cnt <= word_cnt + 1;
                        if (word_cnt == (RATE_BITS/64 - 1)) begin
                            state <= S_FULL;
                        end
                    end
                end
                S_FULL: begin
                    ready <= 0;
                    full  <= 1;
                    if (!in_valid) begin
                        state    <= S_EMPTY;
                        word_cnt <= 0;
                    end
                end
            endcase
        end
    end
endmodule
```
==> flow_summary.yaml <==
# physical design summary
status:
  status: "completed"
grt:
  grt_use_total: 0.117
  use_met3: 0.0589
  antenna_found_initial: 31
  grt-ovfl-total: 0
  met2_usage: 0.181
  grt_pass1_vias: 28300
  busiest_layer: "met2"
  grtUsageMet1: 0.149
  grt_pass1_wl_um: 236000
  grt_max_degree: 122
yosys:
  yosys_warnings: 1
  ys_area_um2: 41500
  ff_type: "dfrtp_1"
  simple_gate_share: 0.00757
  top_cell_area_share: 0.662
  area_leaders: "dfrtp_1, mux2_2, mux2_4"
  synth_adder_area_share: 0.000905
  synth-edff-count: 0
  ys_seq_frac: 0.663
  ys_sh_mux: 0.301
  yosysMostFrequentCell: "dfrtp_1"
  ys_sh_xor: 0.000845
  async_flop_share: 1.00
  aoi_share: 0.00697
  logic_family: "multiplexers"
  synth_flops: 1099
  common_cells: "dfrtp_1, mux2_2, clkbuf_1"
  netlist_area_um2: 41500
  yosys.area.top_type: "dfrtp_1"
  syn_avg_cell_area_um2: 16.7
  syn_inst: 2479
  synth_cell_types: 50
  synth-cells-yosys: 2479
critical_path:
  critical-path-top-delay-family: "simple AND/OR/NAND/NOR gates"
  cp.required_ns: 13.07
  criticalPathCategory: "input port to flop"
  cp.arrival_ns: 5.98
  cp_slowest_stage_delay_ns: 0.82
  cp_cell_sequence: "clkdlybuf4s50_1, nand2_1, nor3_1, and2_4, buf_4, mux2_2"
  critPathCaptureType: "flop"
  crit_buf_inv: 2
  crit_fanout: 34
  startpoint_type: "input port"
  critPathSlowestCell: "clkdlybuf4s50_1"
cells_and_area:
  fillers: 27800
  regArea_um2: 27500
  post-route-util: 0.232
  logic_area_um2: 13300
  area_growth_pct: 49.5
  drive_gt1_frac: 0.377
clock_tree:
  htreeDepth: 3
  cts.clk_slew.worst_paths_ns: 0.06
  root_buffer: "clkbuf_16"
  worstSkewPairLatency_ns: 0.84
  clock_sinks: 1099
  cts_buffers: 125
  hold_buffers: 0
  cts_buffer_depth: 4
  cts_resized: 0
  post_cts.repair.setup_buffers: 0
  cts_tree: "built"
power:
  p_sw_mw: 3.68
  clockPowerShare: 0.265
  pwr-share-comb: 0.333
  switching_share: 0.258
  powerDensity_nw_per_um2: 230
  ir_drop_uv: 141
  p_int_mw: 10.6
  p_leak_nw: 27.8
  p_seq_frac: 0.402
final_timing:
  setup-violations-final: 0
  hold_ws_ns: 0.491
  worst_pin_slew_ns: 0.886
  finClkSkew_ns: 0.0556
  finalCriticalPeriod_ns: 5.31
  maxSlewHeadroom: 0.408
  fin_crit_sh: 0.428
  hold_viol_final: 0
  slew_violations: 0
  max_freq_ghz: 0.188
  rsz0062_at_grt: "false"
floorplan:
  initial_utilization: 0.155
  rows: 190
  core-area_um2: 267000
  die_width_um: 538
  dieHeight_um: 538
  ios: 1157
  dieArea_um2: 289000
job:
  drv_cap: 0
  openroad.warnings: 43
detailed_routing:
  ant_nets: 0
  viasPerCell: 3.62
  drc: 0
  dr_total_vias: 26600
  drtIter0Drc: 1160
  drt_wl_total_um: 173000
  drtPass1Iterations: 5
  avgRoutedWirePerCell_um: 23.5
placement:
  place_hpwl_um: 126000
  gp_congestion: 0.796
  portBuffers: 1156
min_path:
  min_path_type: "flop to flop"
==> area by class of cell <==
class,count,area share
Timing Repair Buffer,1275,0.201
Multi-Input combinational cell,1193,0.214
Clock buffer,181,0.0595
Clock inverter,44,0.00855
Sequential cell,1099,0.444
Inverter,6,0.000424
Antenna cell,16,0.000646
Tap cell,3552,0.0717
==> flip-flops by register name, indices dropped and copies added (netlist names) <==
signal and count:
rate_buf 1088, full 1, word_cnt 6, state 3, ready 1
==> power by group through the flow <==
stage | sequential, mW | combinational [mW] | clock [mW]
final | 5.74 | 4.76 | 3.79
after CTS | 5.75 | 4.86 | 3.90
after global routing | 5.92 | 5.14 | 4.05
==> final timing paths <==
kind | startpoint | to | slack (ns) | depth (start not counted)
max | in_valid | rate_buf[765] | 7.09 | 6
min | rate_buf[564] | rate_buf[564] | 0.49 | 1
max reg2reg | word_cnt[0] | rate_buf[765] | 8.24 | 7
min reg2reg | rate_buf[564] | rate_buf[564] | 0.49 | 1
max in group asynchronous | reset | rate_buf[33] | 7.34 | 6
min in group asynchronous | reset | rate_buf[307] | 2.05 | 2
==> worst reg2reg max path, cell delays in order, from the launching register on <==
cell      delay, ns
dfrtp_1        0.65
inv_1          0.16
ha_1           0.38
or3b_1         0.42
a211oi_1       0.66
and2_4         0.62
buf_4          0.62
mux2_2         0.54
==> logic make-up after synthesis <==
family / after synthesis
AND-OR/OR-AND: 38
XOR/XNOR: 4
adder cells (fa/ha/maj): 3
buffers and inverters: 187
flip-flops: 1099
multiplexers: 1089
AND/OR/NAND/NOR: 59
==> metrics by stage <==
| step | std cells | power (mW) | setup TNS [ns] | setup slack (ns) | cell area [um^2] |
|---|---|---|---|---|---|
| global placement | 7125 | 10.6 | 0 | 6.30 | 57800 |
| floorplan | 2479 | 6.88 | -5751.55 | -5.24 | 41500 |
| CTS | 7350 | 14.5 | 0 | 7.18 | 62000 |
| finish | 7366 | 14.3 | 0 | 7.09 | 62000 |
| detailed placement | 7125 | 10.6 | 0 | 6.27 | 57800 |
| global route | 7352 | 15.1 | 0 | 6.96 | 62000 |
==> placed cells by master (no fill, tap or decap), types with 12 or more instances in the layout <==
| cell type | instances |
|---|---|
| clkdlybuf4s50_1 | 1152 |
| dfrtp_1 | 1097 |
| mux2_2 | 1023 |
| clkbuf_16 | 126 |
| buf_4 | 115 |
| mux2_4 | 60 |
| clkbuf_8 | 33 |
| clkbuf_1 | 22 |
| clkinv_2 | 17 |
| diode_2 | 16 |
| nor2_1 | 12 |
==> metal layers <==
metal  vias up  routed length, um
li1      11300                  -
met1     13900              69000
met2      1234              77600
met3       218              22500
met4         0               4210
met5         -                  0
Power is estimated from default activity; no workload was simulated.
