## /design/flow/design.v

```verilog
module keccak_permutation (
    input              clk,
    input              reset,
    input              start,          
    input  [1599:0]    state_in,
    output reg [1599:0] state_out,
    output reg         done
);
    reg [4:0] counter;   
    always @(posedge clk or posedge reset) begin
        if (reset) begin
            counter   <= 0;
            done      <= 0;
            state_out <= 1600'd0;
        end else begin
            if(start && counter == 0) begin
                counter <= 5'd24;  
                done    <= 0;
            end 
            if (counter > 0) begin
                counter <= counter - 1'b1;
                if (counter == 1) begin
                    state_out <= state_in;  
                    done      <= 1'b1;      
                end else begin
                    done <= 0;
                end
            end else begin
                done <= 0;
            end
        end
    end
endmodule
module shake_core #(
    parameter integer RATE_BITS = 1344,
    parameter [7:0]   SUFFIX    = 8'h1F,
    parameter integer OUT_BITS  = 512
)(
    input               clk,
    input               reset,
    input               start,            
    input               in_valid,         
    input  [63:0]       in_data,          
    input               is_last,          
    input  [2:0]        byte_num,         
    output reg          ready,            
    output reg          out_valid,        
    output reg [OUT_BITS-1:0] out_data,   
    input               out_ready,        
    output reg          done              
);
    localparam [2:0]
        S_IDLE     = 3'd0,
        S_ABSORB   = 3'd1,
        S_PAD      = 3'd2,
        S_PERMUTE  = 3'd3,
        S_SQUEEZE  = 3'd4,
        S_DONE     = 3'd5;
    reg [2:0] state, next_state;
    reg [1599:0] keccak_state;    
    reg [RATE_BITS-1:0] msg_buf;  
    reg perm_start, perm_done;
    reg [4:0] round_cnt;          
    reg [7:0] squeeze_cnt;        
    wire [1599:0] perm_state_out;
    wire          perm_done_w;
    reg was_permute;
    reg [2:0] state_d1;
    always @(posedge clk or posedge reset) begin
    if (reset) state_d1 <= S_IDLE;
    else       state_d1 <= state;
    end
    wire enter_permute = (state == S_PERMUTE) && (state_d1 != S_PERMUTE);
    always @(posedge clk or posedge reset) begin
        if (reset) perm_start <= 1'b0;
        else       perm_start <= enter_permute;   
    end
    keccak_permutation perm_core (
        .clk(clk),
        .reset(reset),
        .start(perm_start),
        .state_in(keccak_state),
        .state_out(perm_state_out),
        .done(perm_done_w)
    );
    always @(posedge clk or posedge reset) begin
        if (reset)
            state <= S_IDLE;
        else
            state <= next_state;
    end
    always @(*) begin
        next_state = state;
        case (state)
            S_IDLE:     if (start) next_state = S_ABSORB;
            S_ABSORB:   if (is_last) next_state = S_PAD;
                        else if (in_valid) next_state = S_PERMUTE;
            S_PAD:      next_state = S_PERMUTE;
            S_PERMUTE:  if (perm_done_w) begin
                            if (in_valid && is_last)
                                next_state = S_PAD;
                            else if (in_valid)
                                next_state = S_ABSORB; 
                            else
                                next_state = S_SQUEEZE;
                        end
            S_SQUEEZE:  if (out_ready) next_state = S_DONE;
            S_DONE:     if (~start) next_state = S_IDLE;
        endcase
    end
    always @(posedge clk or posedge reset) begin
        if (reset) begin
            ready       <= 1'b1;
            out_valid   <= 1'b0;
            done        <= 1'b0;
            perm_start  <= 1'b0;
            round_cnt   <= 5'd0;
            squeeze_cnt <= 8'd0;
            msg_buf     <= {RATE_BITS{1'b0}};
            keccak_state<= 1600'd0;
        end else begin
            if (perm_done_w) begin
                keccak_state <= perm_state_out;
            end
            if(state != S_PERMUTE)
                perm_done <= 1'b0;  
            case (state)
                S_IDLE: begin
                    ready     <= 1'b1;
                    done      <= 1'b0;
                    out_valid <= 1'b0;
                    squeeze_cnt <= 0;
                end
                S_ABSORB: begin
                    ready <= 1'b0;
                    if (in_valid) begin
                        keccak_state[1599:1600-RATE_BITS] <= 
                            keccak_state[1599:1600-RATE_BITS] ^ in_data;
                    end
                end
                S_PAD: begin
                    keccak_state[1599:1600-RATE_BITS] <= 
                        keccak_state[1599:1600-RATE_BITS] ^ {SUFFIX, {(RATE_BITS-8){1'b0}}};
                    keccak_state[1599] <= keccak_state[1599] ^ 1'b1;  
                end
                S_PERMUTE: begin
                    if (perm_done_w) begin
                        perm_start <= 1'b0;
                        ready <= 1'b1;
                    end
                end
                S_SQUEEZE: begin
                    if (perm_done_w) begin
                        out_data  <= keccak_state[1599:1600-OUT_BITS];
                        out_valid <= 1'b1;
                    end
                    if (out_ready && out_valid) begin
                        squeeze_cnt <= squeeze_cnt + 1;
                        out_valid <= 1'b0;
                    end
                end
                S_DONE: begin
                    done <= 1'b1;
                end
            endcase
        end
    end
endmodule
```

## /design/flow/run.sh

```bash
#!/bin/bash
# OpenROAD 26Q1-2900-gdf79404cd8, Yosys 0.63+post, stock flow scripts
make -C /OpenROAD-flow-scripts/flow DESIGN_CONFIG=/design/flow/config.mk WORK_HOME=/design/flow/orfs finish
```

## /design/flow/constraint.sdc

```tcl
current_design shake_core

set clk_period 79.8
set clk_io_pct 0.2

create_clock -name clk0 -period $clk_period [get_ports {clk}]

set non_clock_inputs [all_inputs -no_clocks]
set_input_delay [expr $clk_period * $clk_io_pct] -clock clk0 $non_clock_inputs
set_output_delay [expr $clk_period * $clk_io_pct] -clock clk0 [all_outputs]
```

## /design/flow/config.mk

```make
export PLATFORM = sky130hd
export DESIGN_NAME = shake_core
export DESIGN_NICKNAME = shake_core
export VERILOG_FILES = /design/flow/design.v
export SDC_FILE = /design/flow/constraint.sdc
export NUM_CORES = 4
export LEC_CHECK = 1
export CORE_UTILIZATION = 40
```

==> run notes <==
Numbers from the implementation run.

The flow ran to the end, and the final reports show no timing, DRC or antenna violations. The max-cap check violation count is 0. With fillers left out, the area of the finished cells amounts to a little under 70000 um^2. The area of the die is 142000 um^2.

The OpenROAD report gives the critical path a required time of 80.63 ns. The static leakage power is about 31 nW. The total I/O pin count is 588. The cell type with the largest total area is sky130_fd_sc_hd__dfrtp_1. Per the cell usage report, the commonest logic cells after layout are 1035 x sky130_fd_sc_hd__dfrtp_1, 577 x sky130_fd_sc_hd__mux2_2, 520 x sky130_fd_sc_hd__clkdlybuf4s50_1.

The number of global-route vias before repair came to 26054. Per the slew report, the remaining headroom to the max-slew limit stands at 49.0%. The commonest register cell is sky130_fd_sc_hd__dfrtp_1.

The warning total across the stage logs is 100. The maximum clock frequency is 0.0510 GHz. Power spread over the standard cell area amounts to 23.3 nW/um^2. The horizontal die dimension reported for this design is 376 um.

The synthesis report gives the async set-or-reset register share as 66.9%. In this run the standard cell core region covers 138000 um^2. For the final database, setup skew stands at 0.0234 ns. The source-to-sink clock delay at the later pin of the worst-skew pair is 0.76 ns.

The area share of the largest cell type after synthesis is 46.2%. The final-layout setup total negative slack is 0 ns. The maximum vdd drop is 0.0183 mV.

The post-synthesis sequential element count is around 1500. According to the hold report, the worst path is of the reg2reg type. The average detailed-routed wire length per instance is around 19 um. The critical path is of the in2async type. In this run the cell area of the synthesized design comes to roughly 56000 um^2. The quantity of hold-fixing buffers added after cts is 0.

The total number of H-tree levels is 4. Setup repair after global routing left no endpoint under its margin. Summed over all layers, the global routing overflow is 0. The detailed placement HPWL is just under 60000 um. The placer congestion estimate is 0.781. The filler cells instantiated in the layout total around 11000. Gates resized during post-CTS repair numbered 0. In this run the remaining antenna-violating nets after routing total 0. Dividing the synthesized area by the synthesized cell count gives 20.1 um^2.

Yosys printed 4 warnings. The detailed-router iteration count before antenna repair is 4. The synthesis-to-layout area growth is 21.8%.

The area share of and/or/nand/nor cells after synthesis is less than 1%. The worst-case register-to-register setup slack is 75.21 ns. The XOR/XNOR share of the synthesized area is 0.0156%. The post-synthesis chip area from yosys is 56000 um^2. The largest net degree at the start of global routing is 125. In the synthesized netlist, mux cells make up 23.4% of the area. STA classifies the critical path startpoint as a primary input. The area fraction in full adders, half adders and majority gates is 0.0670%.

The number of antenna violations at the first check in global routing is 3. The share of the core filled by cells before placement is 40.6%. The die span in y is 376 um. The nature of the critical path endpoint is an asynchronous set/reset pin. The cell count after synthesis is 2782. The prevailing logic family in the synthesized netlist is multiplexers.

Sorting the synthesized cells by area gives the leading types as sky130_fd_sc_hd__dfrtp_1 46%, sky130_fd_sc_hd__edfxtp_1 27%, sky130_fd_sc_hd__mux2_4 12%. Looking at the worst setup and hold paths, the clock pins of their registers show a slew of approximately 0.06 ns. The row count is 136. The highest net fanout along the worst path is 102. The root buffer cell chosen for the clock tree is sky130_fd_sc_hd__clkbuf_16.

The TritonCTS clock tree is done. Yosys stat counts 2782 cells in the synthesized netlist. The script parses the final routing iteration and logs DRC violations as 0. For this run, the total global-route usage over all layers was measured as 15.2%. The via count of the routed design is around 25000.

Per the synthesis report, the AND-OR/OR-AND share of the synthesized area is 0.444%. The placement-stage cell area is about 63000 um^2. On the critical path the data arrives at 20.43 ns. Leaving out fill and tap cells, the most frequent cell in the layout is sky130_fd_sc_hd__dfrtp_1. Of the cells placed in the final design, the portion with a size suffix greater than 1 is 37.1%. The number of hold violations in the final report is 0. The total clock buffers created by CTS is roughly 160. The final layout contains routed wiring with a total length of 100000 um. The final worst-path cycle share is roughly 25%. The buffer levels on the longest clock path is 3. Synthesis instantiated 38 different standard cells from the library.

The final timing report counts setup violations totalling 0. The final report gives the core utilization as 49.4%. The final tally of max-slew violations is 0. For this run, the register share of the synthesized area comes to 73.7%. The detail-routed via count per cell is 4.65.

The number of port buffers is between 500 and 600. The post-synth count of flops with an enable pin is just over 500. The first global-routing pass estimated 158000 um of wire. Clock tree synthesis found a total of around 1500 sinks. The pin slew with the least headroom to its limit is 0.765 ns. Detailed-route iteration 0 reported a violation count of 1193. The final critical-path required period is 19.60 ns. Buffers added to address setup during post-CTS repair amount to 0.
power breakdown:
group	switching (mW)	total [mW]	internal (mW)
Combinational	0.0180	0.0276	0.00959
Clock	0.302	0.736	0.434
Sequential	0.00533	0.826	0.820
layer usage:
layer	share of wire, %	vias up	GRT usage (%)
met1	43	13020	23.7
met2	47	532	21.7
met4	2.2	0	3.14
met5	0	-	0
li1	-	11364	-
met3	8.7	162	5.84
state kept, by name, summed over array words and instances (netlist names):
| signal | count |
|---|---|
| perm_core.state_out | 512 |
| keccak_state | 512 |
| out_data | 512 |
| perm_core.done | 1 |
| out_valid | 1 |
| state | 3 |
| done | 1 |
| ready | 1 |
| perm_core.counter | 5 |
stage by stage:
stage          worst slack, ns  hold slack (ns)  total power, mW  std cells
2_1_floorplan            27.28            0.436            0.861       2782
3_3_place_gp             59.05            0.441            0.869       5094
3_5_place_dp             59.00            0.447            0.869       5094
4_1_cts                  59.85            0.441             1.62       5392
5_1_grt                  59.43            0.465             1.65       5395
6_report                 60.20            0.449             1.59       5395
synthesized netlist by cell type (2+ instances only):
cell type                     n
sky130_fd_sc_hd__buf_2       25
sky130_fd_sc_hd__nor3b_1      3
sky130_fd_sc_hd__dfrtp_1   1035
sky130_fd_sc_hd__nor2b_1      3
sky130_fd_sc_hd__a21oi_1     13
sky130_fd_sc_hd__o31ai_1      2
sky130_fd_sc_hd__mux2_4     435
sky130_fd_sc_hd__nand2_1      8
sky130_fd_sc_hd__clkbuf_1     2
sky130_fd_sc_hd__buf_8       13
sky130_fd_sc_hd__buf_4       43
sky130_fd_sc_hd__buf_6       37
sky130_fd_sc_hd__mux2_2     577
sky130_fd_sc_hd__ha_1         3
sky130_fd_sc_hd__mux2i_1      5
sky130_fd_sc_hd__mux2_1       5
sky130_fd_sc_hd__inv_1       12
sky130_fd_sc_hd__o21ai_0     19
sky130_fd_sc_hd__nor3_1       2
sky130_fd_sc_hd__a211oi_1     2
sky130_fd_sc_hd__edfxtp_1   512
sky130_fd_sc_hd__nor2_1       9
sky130_fd_sc_hd__and3_1       2
final timing paths:
check                              startpoint                         to  cells past startpoint
max                                     reset  perm_core.state_out[1502]                      7
min                        keccak_state[1387]              out_data[299]                      0
max reg2reg                          state[2]              out_data[384]                      7
min reg2reg                keccak_state[1387]              out_data[299]                      0
max in group clk0                    in_valid         keccak_state[1216]                      9
min in group asynchronous               reset  perm_core.state_out[1358]                      2
area by class of cell:
type	instances	area, um^2	share of cell area (%)
flip-flops and latches	1548	41300	60.5
multi-input cells	1102	13600	20.0
repair buffers	569	5660	8.29
clock buffers	244	4740	6.94
well taps	1863	2330	3.41
clock inverters	54	548	0.803
inverters	12	52.6	0.0770
diodes	3	7.51	0.0110
critical path, cell delays in order:
cell and delay (ns):
sky130_fd_sc_hd__clkdlybuf4s50_1 0.52, sky130_fd_sc_hd__inv_8 0.52, sky130_fd_sc_hd__buf_4 0.70, sky130_fd_sc_hd__buf_4 0.59
sky130_fd_sc_hd__buf_4 0.63, sky130_fd_sc_hd__buf_4 0.72, sky130_fd_sc_hd__buf_4 0.67
logic make-up (layout without fill, tap and decap cells):
kind of cell,Yosys count,count (layout)
fa+ha+maj,3,3
flops,1548,1548
compound gates,43,43
simple gates,33,33
mux,1022,1022
buf+inv,132,879
xor+xnor,1,1
other cells,0,3
Power and IR drop assume default switching activity.
